===== flow/run.sh =====
#!/bin/bash
# OpenROAD 26Q1-2900-gdf79404cd8, Yosys 0.63+post, stock flow scripts
make -C /OpenROAD-flow-scripts/flow DESIGN_CONFIG=/design/flow/config.mk WORK_HOME=/design/flow/orfs finish

===== flow/config.mk =====
export PLATFORM = sky130hd
export DESIGN_NAME = master
export DESIGN_NICKNAME = master
export VERILOG_FILES = /design/flow/design.v
export SDC_FILE = /design/flow/constraint.sdc
export NUM_CORES = 4
export LEC_CHECK = 1
export CORE_UTILIZATION = 50

===== flow/constraint.sdc =====
current_design master

set clk_period 9.4
set clk_io_pct 0.2

create_clock -name clk0 -period $clk_period [get_ports {clk}]

set non_clock_inputs [all_inputs -no_clocks]
set_input_delay [expr $clk_period * $clk_io_pct] -clock clk0 $non_clock_inputs
set_output_delay [expr $clk_period * $clk_io_pct] -clock clk0 [all_outputs]

===== flow/design.v =====
`timescale 1ns / 1ps
module fifo
#
(
	parameter		depth = 40,
	parameter		width = 8
)
(
	input				clk,
	input				rst_n,
	input				wr_en,
	input	[width-1:0]	data_in,
	input				rd_en,
	output	[width-1:0]	data_out,
	output				full,
	output				empty
);
reg	[width-1:0]	mem	[depth-1:0];
reg	[$clog2(depth):0]		waddr;			
reg	[$clog2(depth):0]		raddr;			
reg	[width-1:0]	temp_rdata;
always@(posedge clk or negedge rst_n)
begin
	if(!rst_n)
		waddr <= 0;
	else if(wr_en == 1'b1)
		waddr <= waddr + 1;
	else
		waddr <= waddr;
end
always@(posedge clk or negedge rst_n)
begin
	if(!rst_n)
		raddr <= 0;
	else if(rd_en == 1'b1)
		raddr <= raddr + 1;
	else
		raddr <= raddr;
end
always@(posedge clk)
begin
	if(!full )
		mem[waddr] <= data_in;
	else
		mem[waddr] <= mem[waddr];
end
assign	data_out = temp_rdata;
always@(posedge clk or negedge rst_n)
begin
	if(!rst_n)
		temp_rdata <= { width{ 1'b0}};
	else if(!empty)
		temp_rdata <= mem[raddr];
	else
		temp_rdata <= temp_rdata ;
end
assign	empty = (waddr == raddr)?1'b1:1'b0;
assign	full = ({ ~waddr[$clog2(depth)],waddr[$clog2(depth)-1:0]} == raddr)?1'b1:1'b0;
endmodule
module master(
           clk,
           rst_n,
           ready,
           valid,
           data_in,
           data_out,
		   wr_en,
		   full
       );
parameter num = 8;
input clk;
input rst_n;
input ready;
input [num - 1: 0] data_in;
output reg valid;
output reg [num - 1: 0] data_out;
input wr_en;
reg rd_en;
output full;
wire empty;
wire [num - 1: 0] data_out_fifo;
reg	ready_r;
always@(posedge clk or negedge rst_n)
	begin
		if (!rst_n)
			ready_r <= 1'b0;
		else
			ready_r <= ready;
	end
always@(posedge clk or negedge rst_n)
	begin
		if (!rst_n)
			begin
				data_out <= 0;
				valid	<= 1'b0;
			end
		else if (!ready)
			begin
			    rd_en<=1'b0;
				data_out <= data_out;
				valid <= 1'b1;
			end
         else
			begin
				rd_en<=1'b1;
				data_out <= data_out_fifo;
				valid <= (ready_r == 1'b1) ? 1'b1 : 1'b0; 
			end
	end
fifo#(
    .depth    ( 60 ),
    .width    ( 8 )
)u_fifo(
    .clk      ( clk      ),
    .rst_n    ( rst_n    ),
    .wr_en    ( wr_en    ),
    .data_in  ( data_in  ),
    .rd_en    ( rd_en    ),
    .data_out ( data_out_fifo ),
    .full     ( full     ),
    .empty    ( empty    )
);
endmodule

==> metrics.txt <==
# HELP chip_impl_metric Yosys and OpenROAD flow results
# TYPE chip_impl_metric gauge
chip_impl_metric{name="pwr_density_cell",unit="mW/mm^2"} 302
chip_impl_metric{name="tritoncts_num_sinks",unit=""} 513
chip_impl_metric{name="num_vias",unit=""} 9785
chip_impl_metric{name="clk_pin_slew",unit="ns"} 0.06
chip_impl_info{name="rsz0062_at_grt",value="false"} 1
chip_impl_metric{name="worst_hold_path_depth",unit=""} 1
chip_impl_metric{name="final_layout_size_suffix_gt1_share",unit="%"} 21.1
chip_impl_metric{name="crit_buf_inv",unit=""} 1
chip_impl_info{name="ctsRootBufferMaster",value="clkbuf_16"} 1
chip_impl_metric{name="ctsLongestPathBuffers",unit=""} 3
chip_impl_info{name="yosys-dominant-comb-family",value="multiplexers"} 1
chip_impl_metric{name="setup_viol",unit=""} 0
chip_impl_metric{name="post_detailed_route_wirelength_per_cell",unit="um"} 28.2
chip_impl_metric{name="timing.critical_path.arrival",unit="ns"} 2.68
chip_impl_metric{name="synthCells",unit=""} 1021
chip_impl_metric{name="die_width",unit="um"} 203
chip_impl_metric{name="h-tree-depth",unit=""} 2
chip_impl_info{name="worst_hold_path.endpoint",value="valid"} 1
chip_impl_metric{name="worst_margin_pin_slew",unit="ns"} 0.876
chip_impl_metric{name="drt_first_pass_iters",unit=""} 5
chip_impl_info{name="path_type_of_the_worst_min_delay_path",value="register to register"} 1
chip_impl_metric{name="cts_inserted_buffers",unit=""} 52
chip_impl_metric{name="routed_wl",unit="um"} 46100
chip_impl_info{name="final_layout_top_logic_cells",value="481 x edfxtp_1, 104 x mux4_2, 77 x nor2_1"} 1
chip_impl_metric{name="globalRouteOverflowTotal",unit=""} 0
chip_impl_metric{name="initial_core_util",unit="%"} 50.7
chip_impl_metric{name="synth.area.mux_share",unit="%"} 14.6
chip_impl_metric{name="max-vdd-ir-drop",unit="uV"} 171
chip_impl_metric{name="number_of_antenna_violations_at_the_first_check_in_global_routing",unit=""} 0
chip_impl_metric{name="synth_async_sr_flop_share",unit="%"} 6.24
chip_impl_info{name="hold_wc_startpoint",value="ready_r"} 1
chip_impl_info{name="outcome",value="complete, no violations"} 1
chip_impl_metric{name="global_route.usage.total",unit="%"} 26.2
chip_impl_metric{name="aoi_oai_family_share_of_the_synthesized_area",unit="%"} 3.01
chip_impl_metric{name="worst_slew_margin_rel",unit="%"} 41.4
chip_impl_metric{name="synth.cellmix.adderShare",unit="%"} 0.124
chip_impl_metric{name="finalCritPeriodShare",unit="%"} 48.6
chip_impl_metric{name="viasPerCell",unit=""} 5.99
chip_impl_metric{name="stage_log_warning_count",unit=""} 25
chip_impl_metric{name="grt_first_pass_wirelength",unit="um"} 68300
chip_impl_metric{name="clock.latency.late_pin",unit="ns"} 0.59
chip_impl_metric{name="synthSimpleGateAreaFrac",unit="%"} 4.00
chip_impl_metric{name="totalPowerFinal",unit="uW"} 6770
chip_impl_metric{name="row_count",unit=""} 73
chip_impl_info{name="crit_chain",value="xor2_1, nor4_2, and2_1, clkdlybuf4s50_1"} 1
chip_impl_metric{name="fin_setup_tns",unit="ns"} 0
chip_impl_info{name="lay_top_count",value="edfxtp_1"} 1
chip_impl_metric{name="p_leak",unit="uW"} 0.00724
chip_impl_metric{name="edf_count",unit=""} 481
chip_impl_metric{name="largest_net_degree_at_the_start_of_global_routing",unit=""} 81
chip_impl_info{name="ys_dominant_reg_cell",value="edfxtp_1"} 1
chip_impl_metric{name="ys_area",unit="mm^2"} 0.0201
chip_impl_metric{name="drt-initial-drc-count",unit=""} 623
chip_impl_metric{name="drv.max_cap_violation_count",unit=""} 0
chip_impl_metric{name="cts-hold-fix-buffers",unit=""} 0
chip_impl_metric{name="clock.fmax",unit="MHz"} 219
chip_impl_metric{name="drtAntennaViolNets",unit=""} 0
chip_impl_info{name="cts_tree",value="built"} 1
chip_impl_metric{name="cp_data_required_time",unit="ns"} 7.52
chip_impl_metric{name="remaining_drc_errors",unit=""} 0
chip_impl_metric{name="layout-area-overhead-vs-synth",unit="%"} 11.3
chip_impl_metric{name="synth.yosys.seq_area_share",unit="%"} 75.7
chip_impl_metric{name="die_y",unit="um"} 203
chip_impl_metric{name="fillerInstances",unit=""} 2950
chip_impl_metric{name="chip_area",unit="mm^2"} 0.0411
chip_impl_metric{name="cts_post_setup_buffers_inserted",unit=""} 0
chip_impl_metric{name="ys_warn_count",unit=""} 2
chip_impl_info{name="crit_path_start_kind",value="register"} 1
chip_impl_info{name="reg2reg_to",value="u_fifo.temp_rdata[5]"} 1
chip_impl_metric{name="postSynthRegisterBits",unit=""} 513
chip_impl_metric{name="placeableCoreArea",unit="mm^2"} 0.0397
chip_impl_metric{name="ff2ff_setup_slack",unit="ns"} 5.58
chip_impl_metric{name="first_global_vias",unit=""} 10600
chip_impl_metric{name="cp_slowest_stage_delay",unit="ns"} 0.65
chip_impl_info{name="critical_path.reg2reg.startpoint",value="u_fifo.raddr[0]"} 1
chip_impl_metric{name="synth_area",unit="mm^2"} 0.0201
chip_impl_metric{name="place_congestion",unit=""} 0.940
chip_impl_metric{name="report.final.hold_viol_count",unit=""} 0
chip_impl_info{name="worst_path_dominant_cell_family",value="simple AND/OR/NAND/NOR gates"} 1
chip_impl_metric{name="io_pins",unit=""} 22
chip_impl_metric{name="ys_types",unit=""} 57
chip_impl_metric{name="detailed_placer_s_ending_hpwl",unit="um"} 27800
chip_impl_metric{name="finalClockSkew",unit="ns"} 0.0170
chip_impl_metric{name="ctsResizeCount",unit=""} 0
chip_impl_metric{name="final-max-slew-violation-count",unit=""} 0
chip_impl_metric{name="yosys_cells",unit=""} 1021
chip_impl_metric{name="min_period",unit="ns"} 4.56
chip_impl_metric{name="post_synth_xor_area_fraction",unit="%"} 0.826
chip_impl_metric{name="port_buffers",unit=""} 21
chip_impl_metric{name="antenna-diode-count",unit=""} 0
chip_impl_info{name="worst-setup-path-type",value="register to primary output"} 1
chip_impl_metric{name="cp_max_fo",unit=""} 24
chip_impl_info{name="critPathSlowestCell",value="dfrtp_4"} 1
chip_impl_metric{name="ff2ff_path_depth",unit=""} 7
chip_impl_info{name="crit_path_end_kind",value="primary output"} 1
chip_impl_metric{name="synth.avg_cell_area",unit="um^2"} 19.7
worst max path at each step:
stage / from / endpoint / slack (ns) / depth (start not counted)
CTS: u_fifo.raddr[1] / full / 4.81 / 4
finish: u_fifo.raddr[1] / full / 4.84 / 4
global route: u_fifo.raddr[1] / full / 4.73 / 4
cell usage after synthesis, drive strengths merged (3+ instances only):
cell / instances / area share (%)
nand2b: 3 / 0.093
nor3: 5 / 0.12
nor2b: 10 / 0.31
and2: 5 / 0.16
o311ai: 4 / 0.17
mux2i: 45 / 2.2
a221oi: 4 / 0.17
nor2: 77 / 1.4
a21oi: 15 / 0.37
o22ai: 5 / 0.16
inv: 5 / 0.093
a22oi: 12 / 0.45
xor2: 10 / 0.43
a22o: 6 / 0.26
a2111oi: 5 / 0.22
mux2: 14 / 0.78
nand3: 14 / 0.35
a211oi: 4 / 0.15
mux4: 104 / 12
buf: 37 / 1.3
xnor2: 9 / 0.39
o21ai: 6 / 0.15
nand4: 3 / 0.093
and3: 4 / 0.12
dfrtp: 32 / 4.0
edfxtp: 481 / 72
nand2: 49 / 0.91
a31oi: 6 / 0.19
clkbuf: 19 / 0.35
final cells by class:
type                            count  area [um^2]  area share, %
Sequential cell                   513        15300           68.1
Multi-Input combinational cell    447         4550           20.3
Clock buffer                       67         1380           6.15
Tap cell                          525          657           2.93
Timing Repair Buffer               49          388           1.73
Clock inverter                     28          163          0.726
Inverter                            5         18.8         0.0837
power by group:
| part | switching (uW) | internal, uW | total (uW) |
|---|---|---|---|
| sequential | 166 | 2730 | 2890 |
| clock | 819 | 1060 | 1880 |
| combinational | 1190 | 811 | 2000 |
| total | 2170 | 4600 | 6770 |
metrics by stage:
stage	hold WS (ns)	instance area, um^2	cells	utilization, %	setup slack [ns]
after floorplan	0.408	20100	1021	-	6.21
after CTS	0.441	22400	1634	56.4	4.81
after global placement	0.410	20900	1539	52.5	5.45
after detailed placement	0.424	20900	1539	52.5	5.44
after global routing	0.453	22400	1634	56.4	4.73
final	0.431	22400	1634	56.4	4.84
routing by layer:
metal / share of wire (%) / vias up / GRT usage, %
li1: - / 4257 / -
met1: 37 / 4992 / 40.6
met2: 46 / 454 / 36.1
met3: 14 / 82 / 15.7
met4: 3.1 / 0 / 6.12
met5: 0 / - / 0
state kept, by name, indices dropped and copies added, names as in the netlist:
name / cells
u_fifo.mem: 480
ready_r: 1
u_fifo.temp_rdata: 8
u_fifo.raddr: 7
u_fifo.waddr: 7
valid: 1
rd_en: 1
data_out: 8
logic make-up after synthesis:
kind of cell / after synthesis
AOI/OAI and AO/OA: 83
adders and majority gates: 2
DFF: 513
muxes: 163
xor gates and xnor gates: 19
buffers and inverters: 61
and+or+nand+nor: 180
No activity file was given, so power comes from the tool's default toggle rates.
