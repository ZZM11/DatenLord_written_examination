**/design/flow/run.sh**
```bash
#!/bin/bash
# OpenROAD 26Q1-2900-gdf79404cd8, Yosys 0.63+post, stock flow scripts
make -C /OpenROAD-flow-scripts/flow DESIGN_CONFIG=/design/flow/config.mk WORK_HOME=/design/flow/orfs finish
```
**/design/flow/config.mk**
```make
export PLATFORM = sky130hd
export DESIGN_NAME = top_nofifo
export DESIGN_NICKNAME = top_nofifo
export VERILOG_FILES = /design/flow/design.v
export SDC_FILE = /design/flow/constraint.sdc
export NUM_CORES = 4
export LEC_CHECK = 1
export CORE_AREA = 10 10 103 103
export DIE_AREA = 0 0 113 113
```
**/design/flow/constraint.sdc**
```tcl
current_design top_nofifo

set clk_period 1.8
set clk_io_pct 0.2

create_clock -name clk0 -period $clk_period [get_ports {clk}]

set non_clock_inputs [all_inputs -no_clocks]
set_input_delay [expr $clk_period * $clk_io_pct] -clock clk0 $non_clock_inputs
set_output_delay [expr $clk_period * $clk_io_pct] -clock clk0 [all_outputs]
```
**/design/flow/design.v**
```verilog
module top_nofifo (
           input wire clk,
           input wire rst,
           input wire valid_i,
           input wire ready_i,
           input wire [7: 0] din,
           output wire [7: 0] dout,
           output wire ready_o,
           output wire valid_o
       );
reg valid_r1;
wire ready_r1;
reg [7: 0]din_r;
reg valid_r2;
wire ready_r2;
reg valid_r3;
reg [7 : 0] din_rr;
reg [7 : 0] din_rrr;
assign ready_o = ~valid_r1 || ready_r1;
always @ (posedge clk or negedge rst)
	begin
		if (!rst)
			begin
				valid_r1 <= 1'b0;
			end
		else if (ready_o)
			begin
				valid_r1 <= valid_i;
			end
	end
always @ (posedge clk)
	begin
		if (ready_o & valid_i)
			begin
				din_r <= din;
			end
	end
assign ready_r1 = ~valid_r2 || ready_r2;
always @ (posedge clk or negedge rst)
	begin
		if (!rst)
			begin
				valid_r2 <= 1'b0;
			end
		else if (ready_r1)
			begin
				valid_r2 <= valid_r1;
			end
	end
always @ (posedge clk)
	begin
		if (ready_r1 & valid_r1)
			begin
				din_rr <= din_r;
			end
	end
assign ready_r2 = ~valid_r3 || ready_i;
always @ (posedge clk or negedge rst)
	begin
		if (!rst)
			begin
				valid_r3 <= 1'b0;
			end
		else if (ready_r2)
			begin
				valid_r3 <= valid_r2;
			end
	end
always @ (posedge clk)
	begin
		if (ready_r2 & valid_r2)
			begin
				din_rrr <= din_rr;
			end
	end
assign dout = din_rrr;
assign valid_o = valid_r3;
endmodule
```
==> GITHUB_STEP_SUMMARY <==
## Implementation flow summary

| Metric | Value |
|---|---|
| Worst path top cell family by delay | `buffers and inverters` |
| Worst reg2reg startpoint | `valid_r2` |
| Vias/cell | `~2.2` |
| Skew final | `between 0.0007 and 0.0008 ns` |
| H-tree levels | `1` |
| Setup violations, final | `0` |
| Rel. slew slack | `between 70% and 80%` |
| Layout fillers | `a little under 900` |
| Remaining DRCs | `0` |
| Total routed wirelength | `1400 microns` |
| Most frequent cell after synthesis | `edfxtp_1` |
| First-pass GRT wire length | `about 2400 microns` |
| Drt pass-1 iters | `2` |
| Reg2reg setup slack | `0.52 ns` |
| Post-synth cell types | `6` |
| Antenna diode count | `0` |
| Hold crit path type | `input port to asynchronous set/reset pin` |
| Netlist Area Pre-Place | `862 sq um` |
| Total GRT Usage | `between 2 and 2.5%` |
| Gp weighted congestion | `just over 0.7` |
| Ys cells | `36` |
| Die area | `around 13000 sq um` |
| Final period utilization | `90.9%` |
| P per Cell Area | `between 900 and 1000 nW/um^2` |
| Flop area | `between 700 and 800 sq um` |
| Top sig layer | `met4` |
| Share of layout cells above drive strength 1 | `under 10%` |
| Worst VDD drop | `~0.29 mV` |
| Worst path depth | `2` |
| FF-to-FF path depth | `3` |
| Critical Path AT | `around 1.3 ns` |
| Critical path's largest stage delay | `between 0.4 and 0.5 ns` |
| RSZ-0062 raised after global routing | `no` |
| Vias in the first global route | `between 400 and 500` |
| Top cell area share | `83.6%` |
| Clk root buf | `clkbuf_8` |
| Setup crit end kind | `primary output` |
| Antenna-violating nets left | `0` |
| CP bufs+invs | `1` |
| Synthesis-to-layout area growth | `47.0%` |
| Clk sink count | `27` |
| Status | `finished, final reports clean` |
| Placed cell area | `approximately 1200 sq um` |
| Port bufs | `21` |
| Gate Count Post-Synth | `36` |
| Critical-path top delay cell | `clkdlybuf4s50_1` |
| Post-layout util | `approximately 15%` |
| Ys Warns | `1` |
| Mean Syn Cell Area | `between 20 and 25 sq um` |
| Commonest cells in the netlist | `edfxtp_1 (24), nand2b_1 (4), and2_1 (3), dfrtp_1 (3)` |
| Initial antenna violation count | `0` |
| Drt wl/cell | `around 8.4 microns` |
| Largest area contributor in the netlist | `edfxtp_1` |
| Fp_density | `around a tenth` |
| Dominant flop cell | `edfxtp_1` |
| HPWL Detailed | `approximately 1200 microns` |
| CP Class | `flop to primary output` |
| Minimum clock period | `between 1.5 and 2 ns` |
| Final Instance Area | `around 1300 sq um` |
| Die width | `between 100 and 150 microns` |
| Setup TNS | `0 ns` |
| Synth Seq Share | `92.3%` |
| Critical path peak fanout | `4` |
| YS chip area | `862 sq um` |
| Multi-input logic area | `roughly 75 sq um` |
| Vias | `364` |
| Max Slew Vio Count | `0` |
| Pleak | `0.407 nW` |
| Cell area leaders | `edfxtp_1 (84%), dfrtp_1 (8.7%), nand2b_1 (2.9%)` |
| CP Data Required Time | `between 1 and 1.5 ns` |
| Final tally of hold violations | `0` |
| Fmax | `~610 MHz` |
| Rows | `33` |
| Iter 0 DRT Violations | `11` |
| Metal2 WL | `442 microns` |
| Core area | `8300 sq um` |
| Cts bufs inserted | `3` |
| DR WL met3 | `~180 microns` |
| OpenROAD warning count | `25` |
| Startpoint class of the critical path | `flop` |
| CTS tree | `yes` |
| Total power | `approximately 1.2 mW` |
| Synthesized flop and latch total | `27` |
| Critical Path, Cell by Cell | `nand4b_4 > clkdlybuf4s50_1` |
| Late-Pin Clk Latency | `around 0.26 ns` |
| FF-to-FF End | `din_r[2]` |
| Max clock buf depth | `2` |
| Die extent in y | `~110 microns` |
| Slew @ Worst Pin | `0.352 ns` |
| GR Overflow Total | `0` |
| Number of enable flip-flop cells | `24` |
| Reg clk slew, reported paths | `~0.080 ns` |
| Routed length on met1 | `766 microns` |
| CTS Hold Bufs | `0` |
| Io pins | `22` |
| Pin count of the biggest net entering global routing | `17` |
| Ys async rst share | `between 10 and 15%` |
| Maxcap violations | `0` |
-- where the power goes --
group,leakage (nW),switching [mW],total [mW],internal (mW)
Sequential,0.263,0.0225,0.771,0.748
Combinational,0.122,0.0325,0.0977,0.0652
Clock,0.0217,0.172,0.328,0.156
Total,0.407,0.227,1.20,0.970
-- metrics by stage --
stage,std cells,hold WS [ns],worst slack (ns)
after floorplan,36,0.0644,0.711
after global placement,163,0.408,-0.0109
after detailed placement,163,0.405,-0.0180
after CTS,167,0.264,0.137
after global routing,167,0.268,0.0910
final,167,0.268,0.165
-- cell families (layout without fill, tap and decap cells) --
group         count (synthesis)  after routing  share of synthesized area [%]
buf+inv                       0             26                              0
flops                        27             27                           92.3
simple gates                  9              9                           7.69
-- sequential cells by signal (all words and copies together) (netlist names) --
register and count:
din_rrr 8, valid_r3 1, din_r 8, valid_r2 1
din_rr 8, valid_r1 1
-- routing by layer --
metal  vias to the layer above  track usage, %
li1                        187               -
met1                       155            3.69
met2                        20            2.53
met3                         2            1.50
met4                         0           0.423
met5                         -               0
-- worst max-delay path by stage --
stage        start       to  slack, ns
4_1_cts   valid_r2  ready_o       0.14
5_1_grt   valid_r2  ready_o       0.09
6_report  valid_r2  ready_o       0.16
-- layout make-up --
| cell class | count | area share (%) |
|---|---|---|
| Timing Repair Buffer | 22 | 17.1 |
| Clock buffer | 3 | 3.26 |
| Tap cell | 105 | 10.4 |
| Multi-Input combinational cell | 9 | 5.92 |
| Sequential cell | 27 | 62.8 |
| Clock inverter | 1 | 0.592 |
-- layout by cell type (no fill, tap or decap), drive strengths merged --
master	Yosys	routed
dfrtp	3	3
and2	3	3
clkbuf	0	3
nand3b	1	1
clkdlybuf4s50	0	20
edfxtp	24	24
dlygate4sd2	0	1
clkinvlp	0	1
buf	0	1
nand4b	1	1
nand2b	4	4
-- what timing repair did --
item,4_1_cts,5_1_grt
endpoints found under the hold margin,0,0
buffers inserted,0,0
resized,2,0
endpoints found under the setup margin,1,0
Power is estimated from default activity; no workload was simulated.
